## design/flow/run.sh

```bash
#!/bin/bash
# OpenROAD 26Q1-2900-gdf79404cd8, Yosys 0.63+post, stock flow scripts
make -C /OpenROAD-flow-scripts/flow DESIGN_CONFIG=/design/flow/config.mk WORK_HOME=/design/flow/orfs finish
```

## design/flow/config.mk

```make
export PLATFORM = sky130hd
export DESIGN_NAME = TCAM
export DESIGN_NICKNAME = TCAM
export VERILOG_FILES = /design/flow/design.v
export SDC_FILE = /design/flow/constraint.sdc
export NUM_CORES = 4
export LEC_CHECK = 1
export CORE_UTILIZATION = 40
```

## design/flow/constraint.sdc

```tcl
current_design TCAM

set clk_period 8.0
set clk_io_pct 0.2

create_clock -name clk0 -period $clk_period [get_ports {clk}]

set non_clock_inputs [all_inputs -no_clocks]
set_input_delay [expr $clk_period * $clk_io_pct] -clock clk0 $non_clock_inputs
set_output_delay [expr $clk_period * $clk_io_pct] -clock clk0 [all_outputs]
```

## design/flow/design.v

```verilog
module TCAM(
    input wire clk,
    input wire reset,
    input wire write_enable,
    input wire [15:0] input_data,
    input wire [15:0] input_unknown_bits,
    output reg [15:0] hits,
    output reg write_success
);
    reg [15:0] unknown_bit_positions [15:0];
    reg [15:0] mem [15:0];
    reg [15:0] mem_filled;
    integer i, j;
    reg match_in_read;
    always @(posedge clk) begin
        hits = 0;
        write_success = 0;
        if (reset)
            mem_filled = 0;
        else begin
            if (write_enable) begin
                for (i = 0; i < 16; i = i + 1) begin
                    if (!write_success && !mem_filled[i]) begin
                        write_success = 1;
                        mem[i] = input_data;
                        unknown_bit_positions[i] = input_unknown_bits;
                        mem_filled[i] = 1;
                    end
                end
            end else begin
                for (i = 0; i < 16; i = i + 1) begin
                    if (mem_filled[i]) begin
                        match_in_read = 1;  
                        for (j = 0; j < 16; j = j + 1) begin
                            if (mem[i][j] != input_data[j] && !unknown_bit_positions[i][j])
                                match_in_read = 0;
                        end
                        if (match_in_read)
                            hits[i] = 1;
                    end
                end
            end
        end
    end
endmodule
```

==> impl_metrics.tcl <==
# flow metrics
set metrics [dict create \
    fillCellCount 4104 \
    core_mm2 0.04925 \
    die_h_um 226.2 \
    worst_pin_slew_ns 0.9003 \
    cts_setup_buffers 0 \
    synth.cell_area_mm2 0.02011 \
    whs_ns 0.5384 \
    grt_pass1_wl_um 61260 \
    fmax_ghz 0.2452 \
    finalCriticalPeriod_ns 4.079 \
    crit_start "reset" \
    rrSetupSlack_ns 5.37 \
    cp.arrival_ns 4.30 \
    synth.top_cells.by_count "edfxtp_1 (512), xnor2_1 (256), o22ai_1 (113)" \
    gr-usage-met2 0.2641 \
    run_status "finished, final reports clean" \
    yosysTopAreaCell "edfxtp_1" \
    worst_setup_path_end_kind "flop" \
    cp.required_ns 8.22 \
    globalplace.congestion 0.7968 \
    vias 9478 \
    seq_power_share 0.534 \
    p_clk_frac 0.426 \
    rsz0062_at_grt "false" \
    utilization 0.4737 \
    p_total_mw 5.872 \
    async_reset_ff_frac 0 \
    use_met3 0.1278 \
    clockBufferDepth 3 \
    clock_latency_ns 0.59 \
    numCtsBuffers 54 \
    grt_overflow 0 \
    p_per_area_mw_per_mm2 251.7 \
    syn_to_final_growth_pct 15.99 \
    timing.rr.end "mem[15][7]" \
    setup_tns_ns 0 \
    ff2ff_path_depth 4 \
    antenna_found_initial 1 \
    worst_slack_ns 3.921 \
    power.internal_mw 4.719 \
    cts_tree "built" \
    drt_first_pass_iters 5 \
    syn_avg_cell_area_um2 17.98 \
    ys_area_mm2 0.02011 \
    drv_slew 0 \
    clock-root-buffer "clkbuf_16" \
    synth_stat.cells 1119 \
    first_iter_violations 549 \
    netlist_instances 1119 \
    cp_max_fo 32 \
    power.leakage_nw 7.082 \
    drt-total-wl_um 41160 \
    viasPerCell 4.898 \
    num_antenna_cells 0 \
    antenna_left 0 \
    wl_per_cell_um 21.27 \
    finalSetupViolations 0 \
    preCtsSetupSlack_ns 3.303 \
    cts_max_level 2 \
    drive_above_1_share 0.1125 \
    flop_area_mm2 0.01604 \
    synth_cell_types 32 \
    warnings 25 \
    finalHoldViolCount 0 \
    first_global_vias 9884 \
    dieWidth_um 226.2 \
    cts_hold_buf 0 \
    io_buffers 51 \
    synth.most_common_cell "edfxtp_1" \
    flop_cell "edfxtp_1" \
    fin_crit_sh 0.5099 \
    maxCapViolations 0 \
    chip_area_mm2 0.05119 \
    switching_share 0.1964 \
    gr-max-usage-layer "met2" \
    yosysSeqAreaShare 0.7972 \
    r2r-start "mem_filled[0]" \
    logic_area_mm2 0.003929 \
    dp_hpwl_um 21540 \
    clock_sinks 545 \
    use_met1 0.2442 \
    grt_max_degree 34 \
    crit_end "mem[15][7]" \
    initial_utilization 0.4084 \
    ios 52 \
    min-delay-path-class "flop to flop" \
    synth_top_area_share 0.7644 \
    drcViolationCount 0 \
    p_comb_frac 0.040 \
    grt_usage 0.1837 \
    std_cell_rows 81 \
    slew_headroom 0.3984 \
    p_sw_mw 1.153 \
    vdd_drop_max_mv 0.1557 \
    clk_pin_slew_ns 0.06 \
    cts_resized 0 \
    synth-edff-count 512 \
    ys_ff 545 \
    yosys_warnings 3 \
    start_kind "primary input" \
    fin_skew_ns 0.01822 \
    worstSetupPathType "primary input to flop" \
    area_leaders "edfxtp_1 (76%), xnor2_1 (11%), o22ai_1 (3.5%)" \
]
cell usage in the layout, fill, tap and decap left out, types with 2 or more instances in the layout:
cell type,count
o22ai_1,113
xnor2_1,256
a21o_1,2
nand3_1,3
bufinv_16,7
nor2_1,56
nand2b_1,2
or4_1,10
o211ai_1,16
o21ai_0,7
nor3_2,4
clkdlybuf4s50_1,38
nor3_1,17
clkinvlp_4,2
buf_2,13
clkinv_1,7
nand2_1,9
and4_1,11
dfxtp_1,33
clkinv_2,5
clkbuf_16,55
inv_1,9
buf_4,38
a31oi_1,2
clkbuf_1,19
edfxtp_1,512
nor2_4,10
clkbuf_8,2
state kept, by name, indices dropped and copies added, names as in the netlist:
| signal | count |
|---|---|
| write_success | 1 |
| mem_filled | 16 |
| mem | 256 |
| unknown_bit_positions | 256 |
| hits | 16 |
stage by stage:
stage	std cells	cell area (µm²)
final	1935	23330
after global routing	1935	23330
after CTS	1935	23330
after detailed placement	1836	21560
after global placement	1836	21560
after floorplan	1119	20110
cell type report:
cell class,instances,area share
inverters,9,0.001448
clock buffers,76,0.06323
well taps,664,0.03561
multi-input cells,529,0.1684
repair buffers,89,0.03132
flip-flops and latches,545,0.6873
clock inverters,23,0.01271
logic make-up after synthesis:
kind of cell / synth area share
xor+xnor: 0.1115
mux: 0.0004977
simple gates: 0.03260
flops: 0.7972
compound gates: 0.04547
buf+inv: 0.01275
worst min path at each step:
stage / depth (start not counted) / startpoint / end / slack (ns)
finish: 2 / mem_filled[6] / mem_filled[6] / 0.54
global route: 2 / mem_filled[15] / hits[15] / 0.56
CTS: 2 / mem_filled[6] / mem_filled[6] / 0.54
layer usage:
layer / wire [µm] / vias up / part of all wire
li1: - / 4472 / -
met1: 15220 / 4465 / 0.37
met2: 18700 / 474 / 0.45
met3: 6319 / 65 / 0.15
met4: 876 / 2 / 0.021
met5: 53 / - / 0.0013
critical path, cell delays in order:
cell and delay (ns):
clkdlybuf4s50_1 0.71, nand2b_1 0.55, nor4_4 0.41, nand2_1 0.28, nor2_4 0.74
power groups by stage:
stage                 clock [mW]  sequential (mW)  combinational, mW
after CTS                   2.56             3.14              0.243
after global routing        2.67             3.13              0.261
final                       2.50             3.14              0.233
Power figures rest on the tool's default switching activity, not on a simulated workload.
