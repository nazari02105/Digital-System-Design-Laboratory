--- flow/run.sh ---
#!/bin/bash
# OpenROAD 26Q1-2900-gdf79404cd8, Yosys 0.63+post, stock flow scripts
make -C /OpenROAD-flow-scripts/flow DESIGN_CONFIG=/design/flow/config.mk WORK_HOME=/design/flow/orfs finish
--- flow/constraint.sdc ---
current_design Memory

set clk_period 5.7
set clk_io_pct 0.2

create_clock -name clk0 -period $clk_period [get_ports {clk}]

set non_clock_inputs [all_inputs -no_clocks]
set_input_delay [expr $clk_period * $clk_io_pct] -clock clk0 $non_clock_inputs
set_output_delay [expr $clk_period * $clk_io_pct] -clock clk0 [all_outputs]
--- flow/config.mk ---
export PLATFORM = sky130hd
export DESIGN_NAME = Memory
export DESIGN_NICKNAME = Memory
export VERILOG_FILES = /design/flow/design.v
export SDC_FILE = /design/flow/constraint.sdc
export NUM_CORES = 4
export LEC_CHECK = 1
export CORE_UTILIZATION = 50
--- flow/design.v ---
module Memory (
    input wire clk,
    input wire reset,
    input wire [7:0] addr,  
    input wire write_enable,    
    inout [7:0] data
);
    reg [7:0] mem[0:199];
    reg [7:0] read_data;
    integer i;
    assign data = write_enable ? 8'bz : read_data;
    always @(posedge clk or posedge reset) begin
        if (reset)
            for (i = 0; i < 200; i = i + 1)
                mem[i] <= 0;
        else if (write_enable)
            mem[addr] <= data;
        else
            read_data <= mem[addr];
    end
endmodule
==> node_exporter_impl.prom <==
# HELP chip_impl_metric Yosys and OpenROAD flow results
# TYPE chip_impl_metric gauge
chip_impl_info{name="run_status",value="aborted with a tool error"} 1
chip_impl_info{name="failing_step",value="clock tree synthesis (4_1_cts)"} 1
chip_impl_info{name="error_line",value="[error] [KeplerFormal.cpp:679] Workflow failed: Iso has multiple drivers: .data2, data[2]$_DFFE_PP_.Q0"} 1
chip_impl_metric{name="setup_fix_buffers_added_after_clock_tree_synthesis",unit=""} 0
chip_impl_metric{name="core_util_floorplan",unit="%"} 50.3
chip_impl_metric{name="yosys_warnings",unit=""} 3
chip_impl_metric{name="synth_area",unit="um2"} 71200
chip_impl_metric{name="postSynthAreaPerCell",unit="um2"} 13.3
chip_impl_metric{name="post_cts_resize_count",unit=""} 0
chip_impl_metric{name="synth_async_sr_flop_share",unit="%"} 99.5
chip_impl_metric{name="synth_cell_types",unit=""} 63
chip_impl_metric{name="yosysCellCount",unit=""} 5355
chip_impl_metric{name="yosys_register_bits",unit=""} 1608
chip_impl_metric{name="gp_congestion",unit=""} 1.18
chip_impl_metric{name="max-clock-path-buffers",unit=""} 3
chip_impl_metric{name="synth_seq_share",unit="%"} 56.6
chip_impl_info{name="predominant_post_synthesis_flop_cell",value="sky130_fd_sc_hd__dfrtp_1"} 1
chip_impl_metric{name="postSynthCellCount",unit=""} 5355
chip_impl_metric{name="floorplan.rows",unit=""} 138
chip_impl_info{name="clk_root_buffer_cell",value="sky130_fd_sc_hd__clkbuf_16"} 1
chip_impl_metric{name="cts_buffers",unit=""} 175
chip_impl_metric{name="clock_tree.htree_level_count",unit=""} 4
chip_impl_metric{name="post-place-cells",unit=""} 7498
chip_impl_metric{name="height_of_the_die",unit="um"} 379
chip_impl_metric{name="yosysChipArea",unit="um2"} 71200
chip_impl_metric{name="number_of_clock_sinks",unit=""} 1608
chip_impl_metric{name="synth-edff-count",unit=""} 8
chip_impl_metric{name="port-buffer-count",unit=""} 10
chip_impl_metric{name="post_cts_hold_buffer_count",unit=""} 0
chip_impl_metric{name="io_pins",unit=""} 19
chip_impl_metric{name="dieWidth",unit="um"} 379
chip_impl_metric{name="place.detailed.hpwl",unit="um"} 300000
==> cells in the mapped netlist (12+ instances only) <==
cell type | n | area [um2]
sky130_fd_sc_hd__o21ai_0 | 15 | 75.1
sky130_fd_sc_hd__nand2_1 | 261 | 980
sky130_fd_sc_hd__nand4_1 | 66 | 413
sky130_fd_sc_hd__a21oi_1 | 55 | 275
sky130_fd_sc_hd__nor3_1 | 35 | 175
sky130_fd_sc_hd__clkbuf_1 | 277 | 1040
sky130_fd_sc_hd__nor4_1 | 55 | 344
sky130_fd_sc_hd__buf_2 | 62 | 310
sky130_fd_sc_hd__buf_1 | 41 | 154
sky130_fd_sc_hd__and3_1 | 12 | 75.1
sky130_fd_sc_hd__mux2_2 | 1601 | 18000
sky130_fd_sc_hd__a22oi_1 | 572 | 4290
sky130_fd_sc_hd__nand3_1 | 75 | 375
sky130_fd_sc_hd__a22o_1 | 67 | 587
sky130_fd_sc_hd__dfrtp_1 | 1600 | 40000
sky130_fd_sc_hd__a222oi_1 | 24 | 240
sky130_fd_sc_hd__a32oi_1 | 62 | 543
sky130_fd_sc_hd__nor2_1 | 188 | 706
sky130_fd_sc_hd__a221oi_1 | 31 | 272
sky130_fd_sc_hd__o22ai_1 | 90 | 563
==> stage by stage <==
stage | cell area (um2) | setup WS, ns
2_1_floorplan | 71200 | -17.61
3_3_place_gp | 77600 | -0.123
3_5_place_dp | 77600 | -0.110
==> kinds of logic after synthesis <==
kind of cell / after synthesis / share of synthesized area (%)
multiplexers: 1601 / 25.3
XOR/XNOR: 2 / 0.0246
buffers and inverters: 394 / 2.28
AND-OR/OR-AND: 975 / 10.3
flip-flops: 1608 / 56.6
AND/OR/NAND/NOR: 775 / 5.42
