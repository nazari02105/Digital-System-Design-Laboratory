==> design/flow/design.v <==
module ALU #(parameter N = 4)(input wire clock, input wire reset, input wire data_in, output wire data_out);
	reg [N-1:0] a, b;
    reg [2*N-1:0] result;
    reg [1:0] state, opcode;
    integer counter;
    reg exception, ready;
    assign data_out = (state == 2'b01 ? (~|result) : state == 2'b00 ? (^result) : result[2*N-1-counter]) | exception;
    always @(posedge clock) 
    begin
    	if (ready)
    	begin
    		state = 2'b00;
    		ready = 0;
    	end
        if (reset) 
		begin
			a = 0;
            b = 0;
            result = 0;
            state = 2'b00;
            opcode = 2'b00;
            counter = 0;
            exception = 0;
            ready = 0;
        end 
		else 
		begin
			if (state == 2'b00)
			begin
				counter = 0;
				opcode[1] = data_in;
                state = 2'b01;
			end
			else if (state == 2'b01)
			begin
				opcode[0] = data_in;
                state = 2'b10;
			end
			else if (state == 2'b10)
			begin
				a[N-1-counter] = data_in;
                counter = counter + 1;
                if (counter == N)
                    state = 2'b11;
			end
			else if (state == 2'b11)
			begin
				b[2*N-1-counter] = data_in;
                counter = counter + 1;
                if (counter == 2 * N) 
				begin
                    exception = 0;
                    if (opcode == 2'b00)
                    begin
                    	if (b == 0) 
						begin
                           result = 0;
                           exception = 1;
                        end 
						else
                            result = a / b;
                    end
                    else
                    begin
                    	result = opcode == 2'b01 ? a - b : opcode == 2'b11 ? a * b : a + b;
                    end
                    ready = 1;
                end
			end
        end
    end
endmodule
==> design/flow/run.sh <==
#!/bin/bash
# OpenROAD 26Q1-2900-gdf79404cd8, Yosys 0.63+post, stock flow scripts
make -C /OpenROAD-flow-scripts/flow DESIGN_CONFIG=/design/flow/config.mk WORK_HOME=/design/flow/orfs finish
==> design/flow/constraint.sdc <==
current_design ALU

set clk_period 17.2
set clk_io_pct 0.2

create_clock -name clk0 -period $clk_period [get_ports {clock}]

set non_clock_inputs [all_inputs -no_clocks]
set_input_delay [expr $clk_period * $clk_io_pct] -clock clk0 $non_clock_inputs
set_output_delay [expr $clk_period * $clk_io_pct] -clock clk0 [all_outputs]
==> design/flow/config.mk <==
export PLATFORM = sky130hd
export DESIGN_NAME = ALU
export DESIGN_NICKNAME = ALU
export VERILOG_FILES = /design/flow/design.v
export SDC_FILE = /design/flow/constraint.sdc
export NUM_CORES = 4
export LEC_CHECK = 1
export CORE_UTILIZATION = 40
==> results.toml <==
# flow metrics
[power_and_ir_drop]
p_clk_share_pct = 27.0
irDropWorstVdd_mv = 0.287
power_mw = 0.743
intPower_mw = 0.442
leakagePower_nw = 3.83
power_switching_mw = 0.301
p_seq_share_pct = 18.7
combPwrFrac_pct = 54.3
p_per_area_mw_per_mm2 = 79.9
p_sw_share_pct = 40.5

[min_path]
min-delay-start = "state[1]"
min_path_type = "reg2reg"
holdPathStages = 1

[global_routing]
grt_usage_pct = 22.7
grt_pass1_wl_mm = 40.4
antenna_found_initial = 0
grt_max_degree = 34
grt_pass1_vias = 7537
grt_overflow = 0

[worst_setup_path]
worstReg2RegEnd = "result[0]"
path_delay_family = "simple AND/OR/NAND/NOR gates"
arrival_ps = 15280
crit_slowest_cell = "nor2_1"
rr_worst_depth = 60
path_max_fanout = 14
rrSetupSlack_ps = 2140
path_depth = 60
startpoint = "counter[3]"
cp-start-kind = "register"
crit_buf_inv = 4
criticalPathCategory = "reg2reg"
rr_startpoint = "counter[3]"
slowest_delay_ps = 700
path_common_cell = "ha_1"
required_ps = 17420
crit_path_end = "result[0]"
crit_path_end_kind = "register"

[floorplanning]
fp_util_pct = 41.1
die_area_sq_mm = 0.0224
pin_count = 4
die_h_microns = 150
core_area_sq_mm = 0.0212
die-width_microns = 150
rows = 53

[cts]
insertion_delay_ps = 340
clock_sinks = 58
cts_buffers = 9
postCtsHoldBufs = 0
cts_tree = "built"
clkTransAtPathRegs_ps = 60
postCtsSetupBuffers = 0
cts_resized = 0
cts_buffer_depth = 2
cts_max_level = 3
cts_root_buffer = "clkbuf_16"

[run]
warning_count = 42
drv_cap = 0

[route]
drc_errors = 0
detail_route.wl_per_cell_microns = 16.7
drt_wl_total_mm = 24.3
detail-route-antenna-nets = 0
drt_iter0_drc = 606
antenna-diode-count = 0
first_pass_iters = 6
via_per_inst = 5.81
routed-via-count = 8451

[logic_synthesis]
synthTopCellsByArea = "dfxtp_1 (13%), ha_1 (9.5%), xnor2_1 (8.4%), xor2_1 (6.6%), nor2_1 (5.6%)"
ys_async_sr_fraction_pct = 0
yosys.area.top_type_share_pct = 13.3
synth_cells = 1212
ys_types = 89
edf_count = 0
ys_cells = 1212
ys.flop_type = "dfxtp_1"
synth_flops = 58
syn-cell-area_sq_mm = 0.00872
synth_top_cell_by_area = "dfxtp_1"
top_cell = "nor2_1"
syn_area_per_cell_sq_um = 7.19
ys_warn_count = 1
ys_area_sq_mm = 0.00872
synthTopCellsByCount = "nor2_1 (130), nand2_1 (98), xnor2_1 (84)"
synth_seq_share_pct = 13.3

[sta]
finalSetupViolCount = 0
setup_ws_ps = 2140
slew_headroom_pct = 36.7
tightest_slew_ps = 941
finalCritPeriodShare_pct = 87.5
fin_setup_tns_ps = 0
fmax_ghz = 0.0664
rsz0062_at_grt = "no"
fin_skew_ps = 6.94
min_period_ps = 15060
hold_viol = 0
drv_slew = 0

[finish]
final_area_sq_mm = 0.00929
regArea_sq_mm = 0.00116
drive_above_1_share_pct = 6.86
nFillCells = 2156
area_delta_synth_final_pct = 6.57
final-comb-area_sq_mm = 0.00714
final_util_pct = 43.8

[placed_design]
dp_slack_ps = 2340
routabilityCongestion = 0.936
place_area_sq_mm = 0.00897
place.port_buffers = 3
hpwlAfterDp_mm = 18.6

[status]
status = "finished, final reports clean"
[state kept, by name, summed over array words and instances, names as in the netlist, named ones only]
name,flops
ready,1
b,4
opcode,2
counter,32
result,8
state,4
a,4
exception,1
[through the flow]
stage / hold slack [ps] / instances
finish: 475 / 1455
global route: 479 / 1455
CTS: 469 / 1455
detailed placement: 457 / 1439
global placement: 454 / 1439
floorplan: 432 / 1215
[layout by cell type (no fill, tap or decap), types with 23 or more instances in the layout]
cell type,instances
nand2_1,98
or3_1,23
nand3_1,55
xor2_1,66
nand4_1,25
nor2_1,130
nor3_1,58
ha_1,66
inv_1,42
nand2b_1,23
nor4_1,30
dfxtp_1,58
a21oi_1,59
xnor2_1,84
o21ai_0,37
[metal layers]
metal  track usage [%]  share of wire (%)
met1              36.9                 52
met2              33.4                 42
met3              2.30                4.7
met4              2.04               0.95
met5                 0                  0
[cell type report]
class                           instances  share of cell area (%)
Inverter                               44                    1.80
Clock buffer                            9                    2.42
Timing Repair Buffer                   20                    1.70
Clock inverter                          7                    1.09
Multi-Input combinational cell       1042                    76.8
Tap cell                              275                    3.70
Sequential cell                        58                    12.5
[worst min-delay path by stage]
stage,endpoint
4_1_cts,state[1]
6_report,state[1]
5_1_grt,state[1]
[worst register-to-register path: cells and delay by family, from the launching register on]
kind / cells / cell delay [ps]
xor+xnor: 1 / 210
fa+ha+maj: 8 / 2670
buf+inv: 4 / 550
simple gates: 21 / 5140
compound gates: 24 / 4970
mux: 2 / 680
flops: 1 / 690
[kinds of logic after synthesis]
logic type,share of synthesized area (%)
and+or+nand+nor,34.3
xor gates and xnor gates,15.3
adders and majority gates,10.8
muxes,3.27
DFF,13.3
AOI/OAI and AO/OA,17.8
other,0.0430
buffers and inverters,5.08
[power groups by stage]
stage	combinational [mW]	clock (mW)	sequential [mW]
finish	0.403	0.200	0.139
global route	0.456	0.210	0.139
CTS	0.404	0.205	0.139
